==> ./design.v <==
`timescale 1ns/1ps
module counter_100(
    input clk, reset_n, i_run,
    input [3:0] i_num,
    output [3:0] o_cnt
);
localparam IDLE = 2'b00;
localparam RUN= 2'b01;
localparam DONE=2'b10;
reg [1:0] c_state;
reg [1:0] n_state;
wire is_done ;
reg [3:0] r_cnt;
wire o_idle;
wire o_run;
wire o_done;
    always @(posedge clk or negedge reset_n) begin
	if (!reset_n) begin
	    c_state <= IDLE;
	end else begin
	    c_state <= n_state;
	end
    end
    always @(*) begin
	case (c_state)
	    IDLE: if(i_run) 
		n_state = RUN;
	    RUN : if(is_done)
		n_state = DONE;
		 else 
		n_state = RUN;
	    DONE: n_state = IDLE;
	    default: n_state = IDLE;
	endcase
    end
    assign is_done = (r_cnt == i_num -1);
    assign o_idle = c_state == IDLE;
    assign o_run = c_state == RUN;
    assign o_done = c_state == DONE;
    always @(posedge clk or negedge reset_n) begin
	if(!reset_n) begin
	    r_cnt <=0;
	end else if (is_done) begin
	    r_cnt <= 0;
	end else if (o_run) begin
	    r_cnt <= r_cnt+1;
	end
    end
    assign o_cnt = r_cnt;
endmodule
==> ./run.sh <==
#!/bin/bash
# OpenROAD 26Q1-2900-gdf79404cd8, Yosys 0.63+post, stock flow scripts
make -C /OpenROAD-flow-scripts/flow DESIGN_CONFIG=/design/flow/config.mk WORK_HOME=/design/flow/orfs finish
==> ./config.mk <==
export PLATFORM = sky130hd
export DESIGN_NAME = counter_100
export DESIGN_NICKNAME = counter_100
export VERILOG_FILES = /design/flow/design.v
export SDC_FILE = /design/flow/constraint.sdc
export NUM_CORES = 4
export LEC_CHECK = 1
export CORE_AREA = 10 10 70 70
export DIE_AREA = 0 0 80 80
==> ./constraint.sdc <==
current_design counter_100

set clk_period 2.2
set clk_io_pct 0.2

create_clock -name clk0 -period $clk_period [get_ports {clk}]

set non_clock_inputs [all_inputs -no_clocks]
set_input_delay [expr $clk_period * $clk_io_pct] -clock clk0 $non_clock_inputs
set_output_delay [expr $clk_period * $clk_io_pct] -clock clk0 [all_outputs]
==> flow_metrics.env <==
# flow metrics
export IMPL_track_usage=0.0291
export IMPL_fin_cells=101
export IMPL_antenna_found_initial=0
export IMPL_diodes=0
export IMPL_dieArea_um2=6400
export IMPL_cts_resized=0
export IMPL_ys_types=21
export IMPL_slew_violations=0
export IMPL_untimed_endpoints=4
export IMPL_crit_top_cell="xnor2_1"
export IMPL_vias=323
export IMPL_fillers=395
export IMPL_drt_wl_total_um=896
export IMPL_port_buffers=10
export IMPL_async_reset_ff_frac=0.750
export IMPL_timing_hold_ws_ps=437
export IMPL_worstPathCellList="clkdlybuf4s50_1 > inv_1 > ha_1 > xnor2_1 > xnor2_1 > nor4_4 > nor2_1"
export IMPL_post_cts_buffers=0
export IMPL_ios=11
export IMPL_crit_type="in2reg"
export IMPL_hold_class="in2async"
export IMPL_coreArea_um2=3420
export IMPL_area_growth_pct=45.3
export IMPL_cts_made_buffers=3
export IMPL_slowest_stage="clkdlybuf4s50_1"
export IMPL_ys_cells=41
export IMPL_max_freq_mhz=521
export IMPL_cts_root_buf="clkbuf_4"
export IMPL_post_dp_cell_area_um2=579
export IMPL_drcViolationCount=0
export IMPL_routabilityCongestion=0.750
export IMPL_setup_tns_ps=0
export IMPL_required_ps=2310
export IMPL_cp_max_fo=5
export IMPL_timing_final_crit_share=0.872
export IMPL_rsz0062_at_grt="no"
export IMPL_skew_ps=0.610
export IMPL_slew_headroom=0.705
export IMPL_yosysWarningCount=1
export IMPL_drtIter0Drc=12
export IMPL_postCtsHoldBufs=0
export IMPL_final_common_cell="clkdlybuf4s50_1"
export IMPL_flop_cell="dfrtp_1"
export IMPL_cp_slowest_stage_delay_ps=500
export IMPL_maxCapViolCount=0
export IMPL_p_per_area_nw_per_um2=981
export IMPL_ant_nets=0
export IMPL_netlist_area_um2=414
export IMPL_ys_ff=8
export IMPL_reg2reg_slack_ps=830
export IMPL_layout_drive_gt1_share=0.127
export IMPL_min_period_ps=1920
export IMPL_grt_pass1_vias=343
export IMPL_grt_pass1_wl_um=1540
export IMPL_post_drt_wl_per_cell_um=8.87
export IMPL_edf_count=0
export IMPL_log_warning_count=25
export IMPL_cp_arrival_ps=2030
export IMPL_grt_overflow_total=0
export IMPL_unclocked_pins=2
export IMPL_worstMarginPinSlew_ps=439
export IMPL_cts_tree="yes"
export IMPL_pre_cts_ws_ps=34.6
export IMPL_yosys_area_um2=414
export IMPL_clock_path_buffers=2
export IMPL_status="completed"
export IMPL_setup_ws_ps=282
export IMPL_design_area_um2=602
export IMPL_ir_drop_mv=0.280
export IMPL_placed_cells=98
export IMPL_syn_inst=41
export IMPL_postSynthAreaPerCell_um2=10.1
export IMPL_setup_worst_path_start_class="primary input"
export IMPL_finalHoldViolCount=0
export IMPL_drt_pass1_iter_count=2
export IMPL_fp_row_count=21
export IMPL_initCoreUtil=0.121
export IMPL_dieWidth_um=80
export IMPL_most_common_layout_cells="clkdlybuf4s50_1 (10), dfrtp_1 (6), xnor2_1 (5), nand2_1 (5)"
export IMPL_crit_path_end_kind="flip-flop"
export IMPL_grt_max_degree=7
export IMPL_worstSkewPairLatency_ps=240
export IMPL_cts_clk_slew_worst_paths_ps=40
export IMPL_die_h_um=80
export IMPL_setup_viol=0
export IMPL_vias_per_cell=3.20
export IMPL_p_leak_nw=0.235
export IMPL_cts_max_level=1
==> layout make-up <==
cell class | count | area (µm²) | area share
Clock buffer | 3 | 22.5 | 0.0374
Inverter | 2 | 7.51 | 0.0125
Tap cell | 46 | 57.6 | 0.0956
Multi-Input combinational cell | 31 | 226 | 0.376
Sequential cell | 8 | 180 | 0.299
Timing Repair Buffer | 11 | 108 | 0.179
==> path summary, 6_finish.rpt <==
path                                       from  cells after the start                   end
hold reg to reg            r_cnt[0]$_DFFE_PN0P_                      1  r_cnt[0]$_DFFE_PN0P_
setup / recovery                       i_num[1]                      7  r_cnt[3]$_DFFE_PN0P_
setup reg to reg           r_cnt[3]$_DFFE_PN0P_                      4  r_cnt[3]$_DFFE_PN0P_
max in group asynchronous               reset_n                      1  r_cnt[2]$_DFFE_PN0P_
hold / removal                          reset_n                      1  c_state[0]$_DFF_PN0_
min in group clk0          r_cnt[0]$_DFFE_PN0P_                      1  r_cnt[0]$_DFFE_PN0P_
==> logic make-up (layout without fill, tap and decap cells) <==
family                   count (synthesis)  after routing  synth area share
AND/OR/NAND/NOR                         17             17             0.260
XOR/XNOR                                 8              8             0.169
flip-flops                               6              6             0.363
AND-OR/OR-AND                            4              4            0.0574
adder cells (fa/ha/maj)                  2              2            0.0604
buffers and inverters                    2             16            0.0181
latches                                  2              2            0.0725
==> critical path, delay by kind of cell <==
| family | cells | cell delay [ps] |
|---|---|---|
| buffers and inverters | 2 | 550 |
| AND/OR/NAND/NOR | 2 | 510 |
| XOR/XNOR | 2 | 330 |
| adder cells (fa/ha/maj) | 1 | 200 |
==> cell usage after synthesis (2+ instances only) <==
cell type	count	area [µm²]
dlxtn_1	2	30.0
xnor2_1	5	43.8
inv_1	2	7.51
dfrtp_1	6	150
ha_1	2	25.0
a21oi_1	2	10.0
xor2_1	3	26.3
nand2_1	5	18.8
nor2_1	2	7.51
==> power by group <==
part / switching (mW) / internal (mW)
logic: 0.124 / 0.159
clock network: 0.0396 / 0.0617
registers: 0.0538 / 0.153
total: 0.217 / 0.373
==> flip-flops by register name, indices dropped and copies added, names as in the netlist <==
name	count
c_state	2
n_state	2
r_cnt	4
==> through the flow <==
step | power (mW) | util
after global placement | 0.490 | 0.170
after detailed placement | 0.494 | 0.170
final | 0.590 | 0.176
after CTS | 0.599 | 0.176
after global routing | 0.648 | 0.176
after floorplan | 0.368 | -
==> per-layer routing <==
| metal | global-route usage | vias up | wire [µm] |
|---|---|---|---|
| met5 | 0 | - | 0 |
| met4 | 0.00352 | 0 | 0 |
| met3 | 0.0216 | 0 | 110 |
| met2 | 0.0305 | 12 | 288 |
| met1 | 0.0444 | 141 | 497 |
| li1 | - | 170 | - |
Power figures rest on the tool's default switching activity, not on a simulated workload.
