### /design/flow/run.sh
#!/bin/bash
# OpenROAD 26Q1-2900-gdf79404cd8, Yosys 0.63+post, stock flow scripts
make -C /OpenROAD-flow-scripts/flow DESIGN_CONFIG=/design/flow/config.mk WORK_HOME=/design/flow/orfs finish
### /design/flow/config.mk
export PLATFORM = sky130hd
export DESIGN_NAME = bram_ctrl
export DESIGN_NICKNAME = bram_ctrl
export VERILOG_FILES = /design/flow/design.v
export SDC_FILE = /design/flow/constraint.sdc
export NUM_CORES = 4
export LEC_CHECK = 1
export CORE_AREA = 10 10 86 86
export DIE_AREA = 0 0 96 96
### /design/flow/design.v
`timescale 1ns/1ps
module bram_ctrl
#(
    parameter DWIDTH = 8,
    parameter AWIDTH = 8,
    parameter MEM_SIZE= 127
)
(
    input clk, reset_n, i_run,
    input [AWIDTH-1:0] i_num_cnt,
    output [AWIDTH-1:0] addr0,
    output [DWIDTH-1:0] d0,
    input [DWIDTH-1:0] mem_data,
    output ce0, we0,
    output o_idle, o_write, o_read, o_done
);
    localparam IDLE=2'b00;
    localparam WRITE=2'b01;
    localparam READ=2'b10;
    localparam DONE = 2'b11;
    reg [1:0] c_state;
    reg [1:0] n_state;
    always @(posedge clk or negedge reset_n) begin
	if (!reset_n) begin
	    c_state <= IDLE;
	end else begin
	    c_state <= n_state;
	end
    end
    assign o_idle = c_state == IDLE;
    assign o_write = c_state == WRITE;
    assign o_read = c_state == READ;
    assign o_done = c_state == DONE;
    reg [AWIDTH-1:0] r_num_cnt;
    reg [AWIDTH-1:0] r_cnt;
    wire is_write_done = o_write &&(r_cnt == r_num_cnt -1);
    wire is_read_done = o_read &&(r_cnt == r_num_cnt-1);
    always @(*) begin
	case(c_state)
	    IDLE: if(i_run)
		n_state = WRITE;
	    WRITE: if (is_write_done)
		n_state = READ;
	    else n_state = WRITE;
	    READ: if(is_read_done)
		n_state = DONE;
	    else n_state = READ;
	    DONE: n_state =IDLE;
	    default: n_state=IDLE;
	endcase
    end
   always @(posedge clk or negedge reset_n) begin
	if(!reset_n) begin
	    r_num_cnt <= 0;
	end else if (i_run) begin
	    r_num_cnt <= i_num_cnt;
	end else if (o_done) begin
	    r_num_cnt <=0;
	end
    end
    always @(posedge clk or negedge reset_n) begin
	if(!reset_n) begin
	    r_cnt <= 0;
	end else if (is_write_done || is_read_done) begin
	    r_cnt <=0;
	end else if (o_write || o_read) begin
	    r_cnt <= r_cnt +1;
	end
    end
    assign addr0 = r_cnt;
    assign ce0 = o_write || o_read;
    assign we0 = o_write;
    assign d0 = r_cnt;
spbram #(
    .DWIDTH(DWIDTH),
    .AWIDTH(AWIDTH),
    .MEM_SIZE(MEM_SIZE))
    u_spbram(
    .clk(clk),
	.addr0(addr0),
	.ce0(ce0),
	.we0(we0),
	.q0(mem_data),
	.d0(d0)
    );
endmodule
`timescale 1ns/1ps
module spbram
#(
	parameter DWIDTH = 16,
	parameter AWIDTH = 12,
	parameter MEM_SIZE=3840
)
(
	input clk,
	input [AWIDTH-1:0] addr0,
	input ce0,  
	input we0,  
	output reg [DWIDTH-1:0] q0, 
	input [DWIDTH-1:0] d0  
);
(* ram_style = "block" *) reg [DWIDTH-1:0] ram [0:MEM_SIZE-1];
always @(posedge clk) begin
	if(ce0) begin
		if(we0)  
			ram[addr0] <=d0;
		else  
			q0 <= ram[addr0];
	end
end
endmodule
### /design/flow/constraint.sdc
current_design bram_ctrl

set clk_period 3.7
set clk_io_pct 0.2

create_clock -name clk0 -period $clk_period [get_ports {clk}]

set non_clock_inputs [all_inputs -no_clocks]
set_input_delay [expr $clk_period * $clk_io_pct] -clock clk0 $non_clock_inputs
set_output_delay [expr $clk_period * $clk_io_pct] -clock clk0 [all_outputs]
==> flow_summary.ini <==
; generated from flow reports
[run_status]
status = completed

[drt]
drt.antenna.violating_nets = 0
wire_per_inst_um = 12.1
via_per_inst = 4.22
vias = 967
diodes = 0
drt-total-wl_mm = 2.78
drt_iter0_drc = 40
remaining_drc_errors = 0
first_pass_iters = 4

[placement]
portBuffers = 32
place.gp.congestion = 0.838
hpwl_mm = 2.21
dpl_cell_area_sq_um = 1580

[cts]
hold_buffers = 0
post_cts_buffers = 0
clk_latency_ns = 0.25
clk_pin_slew_ns = 0.07
cts_buffer_depth = 2
clock-root-buffer = clkbuf_8
cts_max_level = 1
cts_made_buffers = 3
cts_tree = done
post_cts_resized = 0

[floorplan]
io_pins = 41
rows = 27
initCoreUtil_pct = 22.4
die_w_um = 96
coreArea_sq_um = 5540
die_area_sq_um = 9220
die_y_um = 96

[grt]
grt_pass1_wl_mm = 4.64
grt_pass1_vias = 910
grt.total_usage_pct = 6.21
grt_max_degree = 19
grt_overflow = 0
antenna_found_initial = 0

[critical_path]
r2r_start = r_num_cnt[0]
cpPeakStageDelay_ns = 0.52
crit_required_ns = 2.96
start_kind = register
end_kind = primary output
crit_start = c_state[0]
crit_chain = inv_1 > ha_1 > clkdlybuf4s50_1
worstPathMaxFanout = 6
arrival_ns = 1.75
path_class = register to primary output
critical-path-slowest-cell = clkdlybuf4s50_1

[logic_synthesis]
ys_types = 39
synth_cells = 133
ys_cells = 133
async_flop_share_pct = 90.0
edf_count = 0
yosysChipArea_sq_um = 1240
synthesis.area_sq_um = 1240
ys.flops = 20
ys_warn_count = 2
ff_type = dfrtp_1
synthDominantCellAreaShare_pct = 36.3
top_cells_by_area = dfrtp_1 (36%), ha_1 (6.0%), buf_4 (5.4%)
synth.avg_cell_area_sq_um = 9.34
yosysTopAreaCell = dfrtp_1

[power_and_ir_drop]
comb_power_share_pct = 40.7
p_leak_nw = 0.681
power.density_nw_per_um2 = 513
seqPwrFrac_pct = 40.3
netSwitchingPower_mw = 0.268
switching_share_pct = 32.0
intPower_mw = 0.569
p_clk_share_pct = 19.0
max-vdd-ir-drop_mv = 0.185

[final_layout]
final_area_sq_um = 1630
drive_gt1_share_pct = 8.28
fillerInstances = 610
area_growth_pct = 31.3

[timing]
hold_violations = 0
max_clock_freq_mhz = 402
fin_crit_ns = 2.49
fin_skew_ns = 0.000860
period_used_pct = 67.2
rsz0062_at_grt = no
untimed_endpoints = 4
max_slew_margin_pct = 67.8
tightest_slew_ns = 0.481
setup_viol = 0
unclocked_pins = 2
tns_ns = 0
slew_viol_final = 0

[worst_hold_path]
min_from = r_num_cnt[6]
hp-class = register to register

[flow_run]
warnings = 36
drv_cap = 0
==> power by group through the flow <==
stage     sequential [mW]  clock [mW]  combinational [mW]
6_report            0.337       0.159               0.341
5_1_grt             0.353       0.171               0.393
4_1_cts             0.340       0.165               0.351
==> layout make-up <==
cell class | instances | area, sq um | share of cell area, %
multi-input cells | 94 | 656 | 40.2
flip-flops and latches | 20 | 480 | 29.4
repair buffers | 33 | 328 | 20.1
well taps | 72 | 90.1 | 5.52
clock buffers | 4 | 55.1 | 3.37
inverters | 6 | 22.5 | 1.38
==> metal layers <==
metal | vias to the layer above | wire (um) | track usage (%)
li1 | 500 | - | -
met1 | 447 | 1300 | 8.77
met2 | 18 | 1280 | 9.70
met3 | 2 | 176 | 1.49
met4 | 0 | 19 | 0.860
met5 | - | 0 | 0
==> critical path: cells and delay by family, from the launching register on <==
kind | cells | cell delay (ns)
buffers and inverters | 2 | 0.61
DFF | 1 | 0.44
adders and majority gates | 1 | 0.44
==> flip-flops by register name (all words and copies together) (netlist names) <==
name	count
c_state	2
n_state	2
r_cnt	8
r_num_cnt	8
==> metrics by stage <==
stage | power, mW | hold WS [ns] | instances | setup WS [ns] | util, %
floorplan | 0.537 | 0.444 | 133 | 1.85 | -
global placement | 0.690 | 0.584 | 225 | 1.49 | 28.5
detailed placement | 0.691 | 0.584 | 225 | 1.48 | 28.5
CTS | 0.855 | 0.595 | 229 | 1.20 | 29.4
global route | 0.917 | 0.632 | 229 | 1.13 | 29.4
finish | 0.837 | 0.592 | 229 | 1.21 | 29.4
==> cells by family (layout without fill, tap and decap cells) <==
kind of cell	count (synthesis)	count (layout)	share of synthesized area (%)
AND-OR/OR-AND	25	25	15.1
XOR/XNOR	14	14	10.5
adder cells (fa/ha/maj)	6	6	6.04
buffers and inverters	19	43	8.56
flip-flops	18	18	36.3
latches	2	2	2.42
multiplexers	3	3	2.42
AND/OR/NAND/NOR	46	46	18.7
==> cells in the mapped netlist (2+ instances only) <==
cell	count
a211oi_1	2
nand4_1	3
o21ai_0	8
nand2_1	14
dfrtp_1	18
ha_1	6
nor2_1	11
o211ai_1	2
and3_1	2
mux2i_1	3
xor2_1	7
dlxtn_1	2
buf_4	9
clkbuf_1	3
inv_1	6
o31ai_1	3
xnor2_1	6
nand2b_1	7
==> layout by cell type (no fill, tap or decap), types with 3 or more instances in the layout <==
master           synthesis  routed
mux2i_1                  3       3
ha_1                     6       6
inv_1                    6       6
clkdlybuf4s50_1          0      32
clkbuf_8                 0       4
xnor2_1                  6       6
nand2b_1                 7       7
nand2_1                 14      14
nand4_1                  3       3
xor2_1                   7       7
o21ai_0                  8       8
dfrtp_1                 18      18
nor2_1                  11      11
o31ai_1                  3       3
==> path summary, 6_finish.rpt <==
| check | to | slack (ns) | cells after the start |
|---|---|---|---|
| worst max-delay path | ce0 | 1.21 | 3 |
| worst min-delay path | r_num_cnt[6] | 0.59 | 2 |
| worst max register to register | r_cnt[2] | 1.74 | 8 |
| worst min register to register | r_num_cnt[6] | 0.59 | 2 |
| max in group asynchronous | c_state[1] | 2.69 | 2 |
| min in group asynchronous | r_cnt[4] | 0.81 | 2 |
Power is estimated from default activity; no workload was simulated.
